==> ./design.v <==
`timescale 1ns / 1ps
module i2s_tx(
  input clk,
  input [23:0] data_in,
  input invert,
  output i2c_out,
  output ws,
  output bck
);
reg [5:0]  strobe;
reg [23:0] temp;
reg [4:0] counter;
reg        dx_or_sx;
initial begin
  strobe   = 6'b0;
  temp     = 24'b0;
  dx_or_sx = 1'b0;
  counter = 5'b0;
end
always @(posedge clk) begin
  if(strobe==6'b011001) begin
    temp     <= (counter == 5'b1) ? data_in : {temp[22:0], 1'b0};
    strobe   <= 6'b0;
    counter  <= (counter == 5'b10111) ? 5'b0 : counter + 5'b1;
    dx_or_sx <= (counter == 5'b0) ? ~dx_or_sx : dx_or_sx;
  end
  else begin
    strobe   <= strobe + 6'b1;
  end
end
assign ws      = invert ? ~dx_or_sx : dx_or_sx;
assign i2c_out = temp[23];
assign bck     = strobe > 6'b001100 ? 1'b1 : 1'b0;
endmodule
==> ./run.sh <==
#!/bin/bash
# OpenROAD 26Q1-2900-gdf79404cd8, Yosys 0.63+post, stock flow scripts
make -C /OpenROAD-flow-scripts/flow DESIGN_CONFIG=/design/flow/config.mk WORK_HOME=/design/flow/orfs finish
==> ./config.mk <==
export PLATFORM = sky130hd
export DESIGN_NAME = i2s_tx
export DESIGN_NICKNAME = i2s_tx
export VERILOG_FILES = /design/flow/design.v
export SDC_FILE = /design/flow/constraint.sdc
export NUM_CORES = 4
export LEC_CHECK = 1
export CORE_AREA = 10 10 109 109
export DIE_AREA = 0 0 119 119
export SYNTH_HDL_FRONTEND = slang
==> ./constraint.sdc <==
current_design i2s_tx

set clk_period 4.2
set clk_io_pct 0.2

create_clock -name clk0 -period $clk_period [get_ports {clk}]

set non_clock_inputs [all_inputs -no_clocks]
set_input_delay [expr $clk_period * $clk_io_pct] -clock clk0 $non_clock_inputs
set_output_delay [expr $clk_period * $clk_io_pct] -clock clk0 [all_outputs]
==> results.json <==
{
  "hold_path.class": "reg -> reg",
  "fp-utilization": 0.178,
  "cell_area_after_technology_mapping_um2": 1710,
  "timing.setup.critical_path_class": "in -> out",
  "yosys_warnings": 0,
  "ir_drop_mv": 0.103,
  "ys_seq_frac": 0.596,
  "place.detailed.hpwl_um": 2050,
  "timing.critical_path.required_ps": 3360,
  "synth_top_area_share": 0.526,
  "yosysTopAreaCell": "edfxtp_1",
  "portBuffers": 28,
  "first_pass_detailed_route_iteration_total": 4,
  "grtUsageTotal": 0.0411,
  "clkLatencyLatePin_ps": 280,
  "fraction_of_power_consumed_by_combinational_cells": 0.040,
  "ff2ff_setup_slack_ps": 2370,
  "ioPinCount": 29,
  "utilization": 0.229,
  "tritoncts": "yes",
  "common_cells": "edfxtp_1, mux2_4, nor2_1",
  "detailroute.via_count": 902,
  "syn2layout_area_growth_pct": 28.8,
  "grt_start_max_net_pins": 24,
  "cts-htree-levels": 2,
  "synthMostInstantiatedCell": "edfxtp_1",
  "resized_after_cts": 0,
  "final-instance-count-excl-fill": 274,
  "max_slew.worst_pin.slew_ps": 426,
  "drt-vias-per-instance": 3.29,
  "worst_hold_path.endpoint": "strobe[5]$_SDFF_PN0_",
  "antenna_found_initial": 0,
  "warnings": 29,
  "worst_hold_startpoint": "strobe[5]$_SDFF_PN0_",
  "numCtsBuffers": 5,
  "dp_slack_ps": 1430,
  "avgSynthCellArea_um2": 16.0,
  "postSynthRegisterBits": 36,
  "slew_headroom": 0.716,
  "maxCapViolations": 0,
  "fp.dieArea_um2": 14200,
  "timing.critical_path.from_type": "input pin",
  "drcViolationCount": 0,
  "synthDistinctLibCells": 22,
  "fmax_mhz": 362,
  "finalSetupTns_ps": 0,
  "ys_top_cells_by_area": "edfxtp_1, mux2_4, dfxtp_1",
  "first_pass_grt_wire_length_um": 4740,
  "post-route-cell-area_um2": 2210,
  "dpl_cell_area_um2": 2120,
  "drt-total-wl_um": 2860,
  "p_sw_mw": 0.119,
  "power.static_leakage_nw": 0.720,
  "r2r_start": "counter[3]$_SDFFCE_PN0N_",
  "r2r_cells": 3,
  "drt_iter0_drc": 61,
  "clkSinkCount": 36,
  "clk_network_pwr_share": 0.360,
  "die_height_um": 119,
  "worst_slack_ps": 1440,
  "holdPathStages": 1,
  "sw_frac_of_total": 0.188,
  "post-route-min-period_ps": 2760,
  "grt_setup_unrepaired": "false",
  "flop_cell": "edfxtp_1",
  "grt_overflow_total": 0,
  "share_seq_of_total_power": 0.601,
  "crit-reg2reg-capture": "temp[1]$_DFFE_PN_",
  "chipWidth_um": 119,
  "worst_setup_hold_path_clk_slew_ps": 70,
  "insertedDiodeCount": 0,
  "core-area_um2": 9640,
  "yosys_area_um2": 1710,
  "detail_route.wl_per_cell_um": 10.4,
  "post-route-period-util": 0.658,
  "count_of_flip_flops_with_a_built_in_enable_after_synthesis": 30,
  "fin_skew_ps": 3.24,
  "timing.final.setup_violations": 0,
  "root_buffer": "clkbuf_8",
  "routabilityCongestion": 0.674,
  "post-cts-setup-buffers": 0,
  "cp_max_fo": 1,
  "async_reset_ff_frac": 0,
  "outcome": "completed",
  "post_synth_inst_count": 107,
  "antenna_left": 0,
  "report.final.hold_viol_count": 0,
  "cts.path.max_buffers": 2,
  "worstSetupEndpointType": "primary output",
  "post_route_cells_drive_above_1_share": 0.277,
  "first_global_vias": 900,
  "cts_hold_repair.buffers": 0,
  "internal-power_mw": 0.515,
  "worst_ep_arrival_time_ps": 1920,
  "yosys_cell_count": 107,
  "placed_cells_incl_taps": 266,
  "p_per_area_nw_per_um2": 287,
  "timing_max_transition_violations_final": 0,
  "number_of_cell_rows": 36
}
-- cell families after synthesis --
group	synth area share
flops	0.596
mux	0.195
buf+inv	0.0431
compound gates	0.0270
simple gates	0.0643
fa+ha+maj	0.0438
xor+xnor	0.0307
-- how the worst max path moves through the flow --
stage | slack, ps | endpoint | start
after CTS | 1420 | ws | invert
after global routing | 1380 | ws | invert
final | 1440 | ws | invert
-- final cells by class --
type	count	area (um^2)
clock buffers	5	68.8
clock inverters	3	13.8
fillers	1022	7430
inverters	6	22.5
multi-input cells	62	626
flip-flops and latches	36	1020
well taps	133	166
repair buffers	29	288
-- critical path, cell delays in order --
cell	delay [ps]
clkdlybuf4s50_1	470
xor2_1	140
clkdlybuf4s50_1	470
-- sequential cells by signal, summed over array words and instances (netlist names) --
| register | count |
|---|---|
| dx_or_sx | 1 |
| strobe | 6 |
| temp | 24 |
| counter | 5 |
-- through the flow --
step                power [mW]  hold WS, ps
floorplan                0.389          444
global placement         0.414          465
detailed placement       0.414          461
CTS                      0.654          480
global route             0.669          492
finish                   0.634          478
-- cells in the final DEF, fill, tap and decap left out, drive strengths merged --
cell type	count
dfxtp	6
clkdlybuf4s50	28
clkinv	3
nand4b	1
o31a	2
and2	1
a21o	1
nor2	7
edfxtp	30
inv	6
nor3	1
xnor2	1
and3	2
o21ai	2
nor2b	1
clkbuf	5
ha	6
nand3	4
a211oi	1
buf	1
xor2	5
mux2	23
nand2	4
-- power groups by stage --
stage,Sequential (mW),Clock [mW],Combinational (mW)
CTS,0.381,0.247,0.0257
global route,0.380,0.261,0.0271
finish,0.381,0.228,0.0252
-- metal layers --
metal | GRT usage | share of wire | vias up
li1 | - | - | 451
met1 | 0.0599 | 0.50 | 421
met2 | 0.0571 | 0.42 | 26
met3 | 0.0182 | 0.067 | 4
met4 | 0.00534 | 0.010 | 0
met5 | 0 | 0 | -
Power and IR drop assume default switching activity.
