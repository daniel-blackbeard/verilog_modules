**./config.mk**
```make
export PLATFORM = sky130hd
export DESIGN_NAME = uart_tx
export DESIGN_NICKNAME = uart_tx
export VERILOG_FILES = /design/flow/design.v
export SDC_FILE = /design/flow/constraint.sdc
export NUM_CORES = 4
export LEC_CHECK = 1
export CORE_UTILIZATION = 30
export SYNTH_HDL_FRONTEND = slang
```
**./constraint.sdc**
```tcl
current_design uart_tx

set clk_period 4.2
set clk_io_pct 0.2

create_clock -name clk0 -period $clk_period [get_ports {clk}]

set non_clock_inputs [all_inputs -no_clocks]
set_input_delay [expr $clk_period * $clk_io_pct] -clock clk0 $non_clock_inputs
set_output_delay [expr $clk_period * $clk_io_pct] -clock clk0 [all_outputs]
```
**./design.v**
```verilog
`timescale 1ns / 1ps
module uart_tx(
    input clk,
    input [7:0] data,
    input i_wr,
    output reg tx_busy,
    output reg txd
    );
  parameter SYSCLK = 100_000_000;  
  parameter BAUDRATE = 57600;
  parameter DIVISOR = SYSCLK/BAUDRATE;
  enum reg [3:0] {IDLE, INIT, BIT8, BIT7, BIT6, BIT5, BIT4, BIT3, BIT2, BIT1, BIT0} state=IDLE, next_state=IDLE;
  reg [8:0]  temp_buf       = 9'b111111111;
  reg [13:0] strobe         = 14'b1;
  initial {txd, tx_busy} = {1'b1, 1'b0};
  always @(posedge clk) begin
    {state, txd} <= (strobe == 14'b0) ? {next_state, temp_buf[0]} : {state, txd};
    if (strobe == 14'b0) strobe <= (next_state == IDLE) ? 14'b0 : DIVISOR - 1;
    else                 strobe <= strobe - 14'b1;
  end
  always @(posedge clk) begin
    case(state)
      IDLE:  {next_state, temp_buf} <= (i_wr && !tx_busy)  ? {INIT, {data, 1'b0}}          : {next_state, temp_buf}; 
      INIT:  {next_state, temp_buf} <= (strobe==DIVISOR/2) ? {BIT8, {1'b1, temp_buf[8:1]}} : {next_state, temp_buf};
      BIT8:  {next_state, temp_buf} <= (strobe==DIVISOR/2) ? {BIT7, {1'b1, temp_buf[8:1]}} : {next_state, temp_buf};
      BIT7:  {next_state, temp_buf} <= (strobe==DIVISOR/2) ? {BIT6, {1'b1, temp_buf[8:1]}} : {next_state, temp_buf};
      BIT6:  {next_state, temp_buf} <= (strobe==DIVISOR/2) ? {BIT5, {1'b1, temp_buf[8:1]}} : {next_state, temp_buf};
      BIT5:  {next_state, temp_buf} <= (strobe==DIVISOR/2) ? {BIT4, {1'b1, temp_buf[8:1]}} : {next_state, temp_buf};
      BIT4:  {next_state, temp_buf} <= (strobe==DIVISOR/2) ? {BIT3, {1'b1, temp_buf[8:1]}} : {next_state, temp_buf};
      BIT3:  {next_state, temp_buf} <= (strobe==DIVISOR/2) ? {BIT2, {1'b1, temp_buf[8:1]}} : {next_state, temp_buf};
      BIT2:  {next_state, temp_buf} <= (strobe==DIVISOR/2) ? {BIT1, {1'b1, temp_buf[8:1]}} : {next_state, temp_buf};
      BIT1:  {next_state, temp_buf} <= (strobe==DIVISOR/2) ? {IDLE, {1'b1, temp_buf[8:1]}} : {next_state, temp_buf};
    endcase
  end
  assign tx_busy = state!=IDLE;
endmodule
```
**./run.sh**
```bash
#!/bin/bash
# OpenROAD 26Q1-2900-gdf79404cd8, Yosys 0.63+post, stock flow scripts
make -C /OpenROAD-flow-scripts/flow DESIGN_CONFIG=/design/flow/config.mk WORK_HOME=/design/flow/orfs finish
```
==> run notes <==
The run finished with clean final reports. The logs give 0 for the count of hold-fix buffers inserted at cts and 0 for the number of DRC violations after detailed routing. The worst setup path is launched from a register. In the routed netlist, the antenna diode instances number 0. Ranking logic cells in the layout by count gives the top entries edfxtp_1 (18), dfxtp_1 (14), nand2_1 (13), nor2_1 (13), clkdlybuf4s50_1 (11). After clock tree synthesis, the setup repair step added 0 buffers.

Level count of the clock H-tree: 2. CTS reports a maximum clock tree buffer depth of 2. The tools report the sequential cell area fraction in the yosys report as 0.564.

With the overall track demand over capacity in global routing at 0.118, the number of DRC markers in iteration 0 is 73. Dividing the detail-routed via count by the number of cells gives 5.07. The vertical die dimension was 71.7 µm. The worst-margin pin slew was 0.529 ns; the critical path arrival was 1.50 ns. The run gives 0 for the share of flip-flops with an asynchronous set or reset. In the final layout, the fill cell count is 424. The clock arrives with 0.00482 ns of skew.

The final timing report lists a max-slew violation count of 0. Warnings raised by the tools during the run amount to 26. The layout report lists the combined flip-flop and latch area as 821 µm².

TritonCTS built the clock tree. Switching power of the nets: 0.000269 W. The fraction of power spent switching nets is 0.299.

With the share of cells above drive strength 1 at 0.182, the standard cell core area is 4500 µm². The routed via count came out at 989. Synthesis produced 123 cells.

Yosys mapped a number of flops with a built-in enable equal to 18. Wire length per cell after detailed routing: 13.2 µm. The path type of the worst min-delay path was register to register. The analysis reports a worst IR drop on VDD of 0.000163 V. For this design the static power due to leakage is 0.600 nW. The wire length of the first global-routing pass is 4510 µm. The logs give 0 for the number of warnings issued by yosys and 2580 µm for the routed wire length.

After floorplanning, the die was sized to cover 5140 µm². According to the Yosys statistics, the synthesized design has a chip area of 1460 µm². The tools report the pin count of the biggest net entering global routing as 14. The number of clock buffers inserted by TritonCTS was 5; the required time reported for the critical path endpoint was 3.36 ns.

The tools report the TritonCTS sink count as 32. With the share of the clock period used by the worst path at 0.558, the count of cell types in the netlist is 33. The run gives 0 for the number of antenna violations at the first check in global routing. For the via count of the first global-routing pass, the log shows 900. The leading cell type in the layout, fill and taps excluded is edfxtp_1. The pre-antenna-repair detailed-routing pass consisted of 4 iterations. The reported max-cap violation count came out at 0. The run gives 0 as the count of final setup violators.

In this run the core area contains 24 standard-cell rows. The clock insertion delay at the later pin of the skew report was 0.28 ns. The run gives 0 ns as the aggregate negative setup slack.

According to the I/O placement log, the pin count is 12. The tools report the master cell of the clock root buffer as clkbuf_8. The part of the power in registers came out at 0.498.

Primary flip-flop cell chosen by synthesis mapping: edfxtp_1. The timing report gives the worst reg2reg path a setup slack of 2.28 ns. The flow measured a signed area growth from synthesis to layout of 19.8%. The highest net fanout along the worst path was 6. The portion of total power attributed to combinational logic is 0.189.

The final critical-path required period came out at 2.34 ns. The headroom to the max-slew limit came out at 0.644. For the number of cells in the yosys synthesis report, the log shows 123. The final timing report lists a hold violation count of 0.

Per the layout area report, the combinational gate area comes to 621 µm². Counting flops and latches in the post-synthesis netlist gives 32. Across all hold checks on the routed design, the worst slack comes to 0.431 ns. The setup path with the least slack is of type register to primary output. The core utilization before placement was 0.323. Clock-pin transition on the worst setup and hold timing paths: 0.06 ns. The netlist area before placement came out at 1460 µm². The endpoint class of the critical path was a primary output. Port buffering added 11 buffers. The run gives 0.000629 W for the internal power consumption. Sum of net half-perimeters after detailed placement: 1790 µm. Per the timing report, the achievable frequency comes out to 427 MHz. For the share of total power in the clock network, the log shows 0.313. The weighted congestion at the end of routability-driven global placement was 0.819. Dividing the synthesized area by the synthesized cell count gives 11.8 µm². Setup repair after global routing left no endpoint under its margin. In this run the horizontal extent of the chip is 71.7 µm.

The power per cell area was 514 nW/µm²; the remaining antenna violation count was 0. With the post-cts resize count at 0, the aggregate global routing overflow is 0.
-- worst paths after layout --
path / depth (start not counted) / from / to
setup / recovery: 3 / state[1] / tx_busy
hold / removal: 0 / temp_buf[0] / txd
setup reg to reg: 3 / strobe[3] / txd
hold reg to reg: 0 / temp_buf[0] / txd
-- cell families (layout without fill, tap and decap cells) --
| group | after synthesis | after routing | share of synthesized area |
|---|---|---|---|
| and+or+nand+nor | 53 | 53 | 0.228 |
| DFF | 32 | 32 | 0.564 |
| AOI/OAI and AO/OA | 14 | 14 | 0.0593 |
| xor gates and xnor gates | 10 | 10 | 0.0601 |
| muxes | 8 | 8 | 0.0619 |
| buffers and inverters | 4 | 24 | 0.0103 |
| adders and majority gates | 2 | 2 | 0.0172 |
-- stage by stage --
stage | cell area [µm²] | cells | power (W) | setup slack, ns | utilization
after CTS | 1750 | 195 | 0.000906 | 1.84 | 0.388
final | 1750 | 195 | 0.000897 | 1.86 | 0.388
after global placement | 1640 | 187 | 0.000615 | 2.18 | 0.364
after detailed placement | 1640 | 187 | 0.000622 | 2.15 | 0.364
after floorplan | 1460 | 123 | 0.000573 | 2.25 | -
after global routing | 1750 | 195 | 0.000945 | 1.77 | 0.388
-- area by class of cell --
| cell class | count | area share |
|---|---|---|
| clock inverter | 3 | 0.0215 |
| tap | 52 | 0.0373 |
| clock buffer | 5 | 0.0394 |
| sequential | 32 | 0.470 |
| multi-input combinational | 87 | 0.356 |
| inverter | 4 | 0.00860 |
| timing repair buffer | 12 | 0.0674 |
-- Yosys cell counts, types with 2 or more instances --
library cell,count,area (µm²)
nand4_1,2,12.5
nor4_1,2,12.5
mux2_2,8,90.1
nand2b_1,3,18.8
ha_1,2,25.0
xnor2_1,4,35.0
nand2_2,2,12.5
nor2_1,13,48.8
inv_1,3,11.3
nand2_1,13,48.8
nand4b_1,2,17.5
nor4_4,2,42.5
edfxtp_1,18,541
nor3_4,2,32.5
nand3_1,4,20.0
o21ai_0,3,15.0
xor2_1,6,52.6
a21oi_1,6,30.0
dfxtp_1,14,280
-- metal layers --
| metal | routed length, µm | part of all wire | GRT usage |
|---|---|---|---|
| met5 | 0 | 0 | 0 |
| met4 | 70 | 0.027 | 0.0240 |
| met3 | 173 | 0.067 | 0.0399 |
| met1 | 1270 | 0.49 | 0.197 |
| met2 | 1060 | 0.41 | 0.155 |
-- worst max-delay path, stage by stage, from the launching register on --
cell and delay [ns]:
edfxtp_1 0.47, nor2_1 0.19, nand2_1 0.14, clkdlybuf4s50_1 0.43
-- registers in the layout (all words and copies together) (netlist names) --
signal and count:
strobe 14, temp_buf 9, next_state 4, state 4
txd 1
-- power groups by stage --
stage     clock network (W)  logic [W]  registers [W]
6_report           0.000281   0.000169       0.000447
5_1_grt            0.000299   0.000191       0.000454
4_1_cts            0.000289   0.000169       0.000447
Power figures rest on the tool's default switching activity, not on a simulated workload.
