$ cat design/flow/design.v
`timescale 1ns / 1ps
module uart_rx(
    input clk,
    input rxd,
    output reg [7:0] data,
    output reg rx_done
    );
  parameter SYSCLK = 100_000_000;  
  parameter BAUDRATE = 57600;
  parameter DIVISOR = SYSCLK/BAUDRATE;
  enum reg [3:0] {IDLE, BIT8, BIT7, BIT6, BIT5, BIT4, BIT3, BIT2, BIT1, BIT0} state=IDLE, next_state=IDLE;
  reg [13:0] strobe              = 14'b0;
  reg [7:0]  temp_buf            = 8'b11111111;
  initial data = 8'b0;
  always @(posedge clk) begin
    state <= (strobe == 14'b0) ? next_state : state;
    if (strobe == 14'b0) strobe <= ((state == IDLE) & rxd) ? 14'b0 : DIVISOR - 1;
    else                 strobe <= strobe - 14'b1;
  end
  always @(posedge clk) begin
    data <= (next_state==IDLE) ? temp_buf : data;
  end  
  always @(posedge clk) begin
    case(state)
      IDLE:  {next_state, temp_buf} <= ((strobe==DIVISOR/2) & !rxd) ? {BIT8, {8'b00000000}}        : {next_state, temp_buf}; 
      BIT8:  {next_state, temp_buf} <= (strobe==DIVISOR/2)          ? {BIT7, {rxd, temp_buf[7:1]}} : {next_state, temp_buf};
      BIT7:  {next_state, temp_buf} <= (strobe==DIVISOR/2)          ? {BIT6, {rxd, temp_buf[7:1]}} : {next_state, temp_buf};
      BIT6:  {next_state, temp_buf} <= (strobe==DIVISOR/2)          ? {BIT5, {rxd, temp_buf[7:1]}} : {next_state, temp_buf};
      BIT5:  {next_state, temp_buf} <= (strobe==DIVISOR/2)          ? {BIT4, {rxd, temp_buf[7:1]}} : {next_state, temp_buf};
      BIT4:  {next_state, temp_buf} <= (strobe==DIVISOR/2)          ? {BIT3, {rxd, temp_buf[7:1]}} : {next_state, temp_buf};
      BIT3:  {next_state, temp_buf} <= (strobe==DIVISOR/2)          ? {BIT2, {rxd, temp_buf[7:1]}} : {next_state, temp_buf};
      BIT2:  {next_state, temp_buf} <= (strobe==DIVISOR/2)          ? {BIT1, {rxd, temp_buf[7:1]}} : {next_state, temp_buf};
      BIT1:  {next_state, temp_buf} <= (strobe==DIVISOR/2)          ? {IDLE, {rxd, temp_buf[7:1]}} : {next_state, temp_buf};
    endcase
  end
  assign rx_done = (state==IDLE) & (next_state==IDLE);
endmodule
$ cat design/flow/run.sh
#!/bin/bash
# OpenROAD 26Q1-2900-gdf79404cd8, Yosys 0.63+post, stock flow scripts
make -C /OpenROAD-flow-scripts/flow DESIGN_CONFIG=/design/flow/config.mk WORK_HOME=/design/flow/orfs finish
$ cat design/flow/config.mk
export PLATFORM = sky130hd
export DESIGN_NAME = uart_rx
export DESIGN_NICKNAME = uart_rx
export VERILOG_FILES = /design/flow/design.v
export SDC_FILE = /design/flow/constraint.sdc
export NUM_CORES = 4
export LEC_CHECK = 1
export CORE_AREA = 10 10 104 104
export DIE_AREA = 0 0 114 114
export SYNTH_HDL_FRONTEND = slang
$ cat design/flow/constraint.sdc
current_design uart_rx

set clk_period 3.3
set clk_io_pct 0.2

create_clock -name clk0 -period $clk_period [get_ports {clk}]

set non_clock_inputs [all_inputs -no_clocks]
set_input_delay [expr $clk_period * $clk_io_pct] -clock clk0 $non_clock_inputs
set_output_delay [expr $clk_period * $clk_io_pct] -clock clk0 [all_outputs]
==> impl.org <==
#+TITLE: Synthesis and PnR summary

** Layout
- Proportion of layout cells with a drive suffix above 1 :: 0.116
- FF/Latch Area :: 1000 um^2
- Multi-input combinational cell area :: 551 um^2
- Per the run report, area growth between synthesis and finish was 21.8%.
- Excluding fillers, the count of instances in the completed layout stands at 246.
- Number of inserted filler cells in the final layout :: 921
- At the end of the flow the core is filled with cells to 0.221.

** Floorplan
- The chip occupies 13,000 um^2.
- The initialized floorplan defines 34 standard-cell rows.
- In this run the standard cell core region covers 8680 um^2.
- Initial cell density of the core :: 0.182
- For this design the top-level I/O count stands at 11.
- According to the floorplan report, the die height is 114 um.
- Die W :: 114 um

** Detailed routing
- Average detailed-routed wire length per instance :: 10.1 um
- Final wirelength :: 2.48 mm
- Residual DRC count :: 0
- Vias after detailed routing :: 930
- Post-route ant nets :: 0
- The routed design ends up with an antenna cell count of 0.
- The first detailed-routing pass ran for 4 iterations.
- Per the log, the first TritonRoute iteration ended with a DRC count of 57.
- Vias per std cell :: 3.78

** Status
- The run finished with clean final reports.

** STA
- Setup skew after layout :: 8.53 ps
- FMAX :: 370 MHz
- Fin Setup TNS :: 0 ps
- Setup repair after global routing missed its margin :: false
- Measured slew at the worst slew-check pin :: 619 ps
- In the final report, the number of hold violations comes to 0.
- In this run the tightest slew margin relative to its limit is 0.583.
- Endpoints with negative setup slack in the final report add up to 0.
- Of the available clock period, the critical path in the final layout requires 0.819.
- Post-route minimum period :: 2700 ps
- For reference, the final report shows the max-slew violation count at 0.

** CTS
- Total clock buffers created by CTS :: 5
- The clock passes through at most 2 buffers.
- The clock tree synthesis step divided the H-tree into 2 levels.
- Clock latency on the worst-skew pair, taken at its later pin, is 280 ps.
- Clock Pin Slew Worst Setup and Hold Paths :: 70 ps
- Number of clock sinks seen by CTS :: 38
- TritonCTS clock tree :: built
- Hold buffer count at cts :: 0
- Post-CTS repair changed the size of 0 cells.
- Post-CTS setup buffers :: 0
- Clk root buf :: sky130_fd_sc_hd__clkbuf_8

** Placed design
- Port buffering added 10 buffers.
- GPL Wtd Cong :: 0.818
- Count of placed standard cells including taps :: 239
- Note, the detailed placer reported a final HPWL of 1.80 mm.

** Yosys
- Netlist area before placement :: 1580 um^2
- Number of distinct library cell variants in the gate-level netlist after synthesis :: 30
- Counting the warning lines in the Yosys log gives 0.
- Mean instance size in the synthesized netlist :: 13.0 um^2
- Per Yosys stat, the portion of area used by sequential elements is 0.635.
- Post-synth EDFFs :: 24
- Of all flip-flops after synthesis, the portion carrying an async set or reset was 0.
- Chip area estimate from yosys synthesis :: 1580 um^2
- The synthesized design contains 38 register bits.
- For this run, the leading register cell type out of synthesis is sky130_fd_sc_hd__edfxtp_1.
- Yosys Instances :: 121
- In the synthesized netlist, the number of instances is 121.

** Power
- Internal power comes to 0.718 mW.
- Combinational share of power :: 0.002
- The power report attributes to the sequential group a share of 0.576.
- The worst VDD IR drop from the latest analysis is 0.174 mV.
- Lkg Pwr :: 0.654 nW
- The script computed a power per unit cell area of 451 nW/um^2.
- The script computed the net switching share of total power as 0.171.
- The share of total power dissipated in the clock network is 0.422.
- Switch Pwr :: 0.148 mW

** GRT
- Per the GRT congestion report, total overflow comes to 0.
- The initial antenna violation count came to 0.
- Wire length of the first global-routing pass :: 4.33 mm
- Number of global-route vias before repair :: 970
- For this run, the total global-route usage over all layers was measured as 0.0400.
- Entering global routing, the biggest net connects 13 pins.

** Critical path
- Nature of the critical path endpoint :: primary output
- Worst endpoint required time :: 2640 ps
- In this run the critical path is formed by nor4_1 > and2_1 > clkdlybuf4s50_1.
- Crit path largest cell delay :: 580 ps
- Per STA, the worst path accumulates the most delay in the family simple AND/OR/NAND/NOR gates.
- STA classifies the critical path startpoint as a flop.
- Critical path class :: reg -> out
- The largest individual stage delay along the critical path comes from the cell sky130_fd_sc_hd__nor4_1.
- Number of buffer and inverter instances along the worst setup path :: 1
- Of all nets on the critical path, the largest fanout is 7.
- STA puts the critical path data arrival time at 2040 ps.

** Hold path
- Checking hold timing, the worst path is listed with class reg -> reg.

** Flow run
- Maxcap violations :: 0
- Number of warning messages in the logs :: 26
[metrics by stage]
step | setup slack (ps) | instance area (um^2) | total power [mW] | hold WS, ps
2_1_floorplan | 1100 | 1580 | 0.509 | 400
3_3_place_gp | 935 | 1820 | 0.511 | 410
3_5_place_dp | 946 | 1820 | 0.511 | 405
4_1_cts | 633 | 1920 | 0.878 | 422
5_1_grt | 545 | 1920 | 0.898 | 436
6_report | 598 | 1920 | 0.866 | 421
[area by class of cell]
cell class | instances | area share
clock inverters | 2 | 0.0176
well taps | 108 | 0.0704
multi-input cells | 78 | 0.287
flip-flops and latches | 38 | 0.521
inverters | 3 | 0.00847
clock buffers | 5 | 0.0358
repair buffers | 12 | 0.0599
[path summary, 6_finish.rpt]
check,slack [ps],end,startpoint,cells after the start
setup reg to reg,1360,temp_buf[5]$_SDFFCE_PP0P_,state[3]$_DFFE_PP_,5
hold / removal,420,data[0]$_DFFE_PN_,temp_buf[0]$_SDFFCE_PP0P_,0
setup / recovery,600,rx_done,state[3]$_DFFE_PP_,3
hold reg to reg,420,data[0]$_DFFE_PN_,temp_buf[0]$_SDFFCE_PP0P_,0
[synthesized netlist by cell type (2+ instances only)]
library cell / n / area share
sky130_fd_sc_hd__edfxtp_1: 24 / 0.46
sky130_fd_sc_hd__dfxtp_1: 14 / 0.18
sky130_fd_sc_hd__nor2_1: 12 / 0.029
sky130_fd_sc_hd__and2_1: 9 / 0.036
sky130_fd_sc_hd__xor2_1: 9 / 0.050
sky130_fd_sc_hd__a21oi_1: 8 / 0.025
sky130_fd_sc_hd__nand2_1: 5 / 0.012
sky130_fd_sc_hd__xnor2_1: 5 / 0.028
sky130_fd_sc_hd__nor3b_1: 4 / 0.019
sky130_fd_sc_hd__nand3_1: 3 / 0.0095
sky130_fd_sc_hd__nand4_1: 3 / 0.012
sky130_fd_sc_hd__nor3_1: 3 / 0.0095
sky130_fd_sc_hd__nor4_1: 3 / 0.012
sky130_fd_sc_hd__ha_1: 2 / 0.016
sky130_fd_sc_hd__inv_1: 2 / 0.0048
[power by group through the flow]
stage / clock, mW / sequential (mW) / combinational (mW)
6_report: 0.366 / 0.499 / 0.00132
5_1_grt: 0.398 / 0.498 / 0.00147
4_1_cts: 0.378 / 0.499 / 0.00133
[flip-flops by register name, indices dropped and copies added, names as in the netlist]
name        flops
next_state      4
state           4
strobe         14
temp_buf        8
data            8
[logic make-up (layout without fill, tap and decap cells)]
| logic type | Yosys count | after routing | synth area share |
|---|---|---|---|
| AOI/OAI and AO/OA | 9 | 9 | 0.0302 |
| adders and majority gates | 2 | 2 | 0.0159 |
| DFF | 38 | 38 | 0.635 |
| and+or+nand+nor | 52 | 52 | 0.219 |
| xor gates and xnor gates | 14 | 14 | 0.0778 |
| buffers and inverters | 5 | 22 | 0.0159 |
| muxes | 1 | 1 | 0.00635 |
[per-layer routing]
layer,part of all wire,routed length [um],GRT usage
met1,0.47,1160,0.0493
met2,0.40,1000,0.0577
met3,0.12,299,0.0287
met4,0.0065,16,0.00418
met5,0,0,0
[layout by cell type, fill, tap and decap left out, types with 2 or more instances in the layout]
cell type,netlist,final
sky130_fd_sc_hd__nor3_1,3,3
sky130_fd_sc_hd__inv_1,2,2
sky130_fd_sc_hd__dfxtp_1,14,14
sky130_fd_sc_hd__clkdlybuf4s50_1,0,10
sky130_fd_sc_hd__clkbuf_8,0,5
sky130_fd_sc_hd__a21oi_1,8,8
sky130_fd_sc_hd__xnor2_1,5,5
sky130_fd_sc_hd__nand4_1,3,3
sky130_fd_sc_hd__buf_4,0,2
sky130_fd_sc_hd__nor4_1,3,3
sky130_fd_sc_hd__nor3b_1,4,4
sky130_fd_sc_hd__and2_1,9,9
sky130_fd_sc_hd__nand3_1,3,3
sky130_fd_sc_hd__nand2_1,5,5
sky130_fd_sc_hd__edfxtp_1,24,24
sky130_fd_sc_hd__ha_1,2,2
sky130_fd_sc_hd__xor2_1,9,9
sky130_fd_sc_hd__nor2_1,12,12
Power is estimated from default activity; no workload was simulated.
